**./run.sh**
```bash
#!/bin/bash
# OpenROAD 26Q1-2900-gdf79404cd8, Yosys 0.63+post, stock flow scripts
make -C /OpenROAD-flow-scripts/flow DESIGN_CONFIG=/design/flow/config.mk WORK_HOME=/design/flow/orfs finish
```
**./config.mk**
```make
export PLATFORM = sky130hd
export DESIGN_NAME = dec256sinc24b
export DESIGN_NICKNAME = dec256sinc24b
export VERILOG_FILES = /design/flow/design.v
export SDC_FILE = /design/flow/constraint.sdc
export NUM_CORES = 4
export LEC_CHECK = 1
export CORE_UTILIZATION = 40
```
**./constraint.sdc**
```tcl
current_design dec256sinc24b

set clk_period 8.9
set clk_io_pct 0.2

create_clock -name clk0 -period $clk_period [get_ports {mclk1}]

set non_clock_inputs [all_inputs -no_clocks]
set_input_delay [expr $clk_period * $clk_io_pct] -clock clk0 $non_clock_inputs
set_output_delay [expr $clk_period * $clk_io_pct] -clock clk0 [all_outputs]
```
**./design.v**
```verilog
module dec256sinc24b 
( 
	input mclk1,    
	input reset,    
	input mdata1,   
	output reg [15:0] DATA,   
	output reg data_en, 
	input [15:0] dec_rate   
); 
reg [36:0] ip_data1; 
reg [36:0] acc1; 
reg [36:0] acc2; 
reg [36:0] acc3; 
reg [36:0] acc3_d2; 
reg [36:0] diff1; 
reg [36:0] diff2; 
reg [36:0] diff3; 
reg [36:0] diff1_d; 
reg [36:0] diff2_d; 
reg [15:0] word_count; 
reg word_clk; 
reg enable; 
always @ (mdata1)  
if(mdata1==0)  
ip_data1 <= 37'd0;  
else  
  ip_data1 <= 37'd1; 
always @ (negedge mclk1, posedge reset) 
begin 
  if (reset)  
  begin  
    acc1 <= 37'd0;  
    acc2 <= 37'd0;  
    acc3 <= 37'd0;    
  end  
  else  
  begin  
    acc1 <= acc1 + ip_data1;    
    acc2 <= acc2 + acc1;  
    acc3 <= acc3 + acc2;  
  end 
end 
always @ (posedge mclk1, posedge reset)  
begin 
	if (reset)  
		word_count <= 16'd0;  
	else  
	begin 
		if ( word_count == dec_rate - 1) 
			word_count <= 16'd0; 
		else 
			word_count <= word_count + 16'b1; 
	end 
end 
always @ ( posedge mclk1, posedge reset ) 
begin 
	if ( reset ) 
		word_clk <= 1'b0; 
	else 
		begin 
			if ( word_count == dec_rate/2 - 1 ) 
				word_clk <= 1'b1; 
			else if ( word_count == dec_rate - 1 ) 
				word_clk <= 1'b0;   
		end 
end  
always @ (posedge word_clk, posedge reset) 
begin  
	if(reset)  
		begin  
			acc3_d2 <= 37'd0;  
			diff1_d <= 37'd0;  
			diff2_d <= 37'd0;  
			diff1 <= 37'd0;  
			diff2 <= 37'd0;  
			diff3 <= 37'd0;    
		end 
	else  
		begin  
			diff1 <= acc3 - acc3_d2;  
			diff2 <= diff1 - diff1_d;  
			diff3 <= diff2 - diff2_d;  
			acc3_d2 <= acc3;  
			diff1_d <= diff1;  
			diff2_d <= diff2;   
		end 
end 
always @ ( posedge word_clk ) 
begin 
	case ( dec_rate ) 
		16'd32:begin 
			DATA <= (diff3[15:0] == 16'h8000) ? 16'hFFFF : {diff3[14:0], 1'b0}; 
		end 
		16'd64:begin 
			DATA <= (diff3[18:2] == 17'h10000) ? 16'hFFFF : diff3[17:2]; 
		end 
		16'd128:begin 
			DATA <= (diff3[21:5] == 17'h10000) ? 16'hFFFF : diff3[20:5]; 
		end 
		16'd256:begin
			DATA <= (diff3[24:8] == 17'h10000) ? 16'hFFFF : diff3[23:8]; 
		end 
		16'd512:begin 
			DATA <= (diff3[27:11] == 17'h10000) ? 16'hFFFF : diff3[26:11]; 
		end 
		16'd1024:begin 
			DATA <= (diff3[30:14] == 17'h10000) ? 16'hFFFF : diff3[29:14]; 
		end 
		16'd2048:begin 
			DATA <= (diff3[33:17] == 17'h10000) ? 16'hFFFF : diff3[32:17]; 
		end 
		16'd4096:begin 
			DATA <= (diff3[36:20] == 17'h10000) ? 16'hFFFF : diff3[35:20]; 
		end 
		default:begin 
			DATA <= (diff3[24:8] == 17'h10000) ? 16'hFFFF : diff3[23:8]; 
		end 
	endcase 
end 
always@ ( posedge mclk1, posedge reset )  
begin   
	if ( reset ) 
		begin 
			data_en <= 1'b0; 
			enable <= 1'b1; 
		end 
	else 
		begin 
			if ( (word_count == dec_rate/2 - 1) && enable ) 
				begin 
					data_en <= 1'b1; 
					enable <= 1'b0; 
				end 
			else if ( (word_count == dec_rate - 1)  && ~enable )  
				begin 
					data_en <= 1'b0; 
					enable <= 1'b1; 
				end 
			else 
				data_en <= 1'b0; 
		end 
end 
endmodule
```
==> flow_summary.json <==
{
  "cts_root_buffer": "clkbuf_16",
  "p_per_area_nw_per_um2": 105,
  "crit_fanout": 6,
  "untimed_endpoints": 254,
  "finalSetupViolCount": 0,
  "grt_overflow": 0,
  "drt_iter0_drc": 786,
  "hp-class": "reg2reg",
  "slew-limit-headroom_pct": 41.5,
  "design.core.area_sq_um": 54100,
  "worst_skew_pair.late_latency_ns": 0.41,
  "ys_cells": 2352,
  "synthArstFlopShare_pct": 95.7,
  "slew_viol_final": 0,
  "rsz0062_at_grt": "no",
  "top_cell": "dfrtp_1",
  "dieHeight_um": 237,
  "ios": 36,
  "drc_errors": 0,
  "hpwlAfterDp_mm": 33.4,
  "path_cells": "clkdlybuf4s50_1 -> ha_1 -> ha_1 -> and3_1 -> nand4_1 -> nand2b_1 -> nor2_1 -> nand3_1 -> xnor2_1",
  "die_area_sq_um": 56000,
  "vias": 16100,
  "final_cells": 3057,
  "start_kind": "input port",
  "skew_ns": 0.00879,
  "place_area_sq_um": 23100,
  "top_cells_by_area": "dfrtp_1 (27%), dfrtn_1 (13%), ha_1 (11%)",
  "cp_slowest_cell": "clkdlybuf4s50_1",
  "portBuffers": 35,
  "ant_nets": 0,
  "synth-edff-count": 0,
  "comb_area_sq_um": 12000,
  "postLayoutCellArea_sq_um": 23700,
  "antenna_found_initial": 0,
  "grt_max_degree": 186,
  "cts-htree-levels": 4,
  "hold_violations": 0,
  "top_area_share_pct": 27.3,
  "flop_area_sq_um": 9130,
  "max-vdd-ir-drop_v": 0.000221,
  "drv_cap": 0,
  "clk_pin_slew_ns": 0.05,
  "routed_via_density": 5.26,
  "cts_resized": 0,
  "ys_top_cells_by_count": "dfrtp_1 (240), ha_1 (186), a21oi_1 (179), nor2_1 (177), inv_1 (158)",
  "worst_setup_path_end_kind": "register",
  "status": "completed",
  "slowest_delay_ns": 0.46,
  "critPathRequiredTime_ns": 4.71,
  "area_delta_synth_final_pct": 7.67,
  "crit_arrival_ns": 3.95,
  "numSynthFlops": 368,
  "postCtsSetupBuffers": 0,
  "grt_pass1_wl_mm": 75.1,
  "leakagePower_nw": 11.4,
  "cts_made_buffers": 17,
  "ys_area_sq_um": 22000,
  "holdBufCountCts": 0,
  "cts_tree": "done",
  "initial_core_util_pct": 40.7,
  "hold_ws_ns": 0.438,
  "unclocked_pins": 238,
  "gp_congestion": 0.928,
  "worst_pin_slew_ns": 0.875,
  "cts.path.max_buffers": 2,
  "power.total_mw": 2.48,
  "drt_first_pass_iters": 5,
  "synthCells": 2352,
  "drive_above_1_share_pct": 2.75,
  "drt-total-wl_mm": 43.4,
  "dp_cells": 3026,
  "syn_area_sq_um": 22000,
  "ff_type": "dfrtp_1",
  "syn_avg_cell_area_sq_um": 9.37,
  "diodes": 0,
  "path_buffers": 1,
  "grtUsageTotal_pct": 16.5,
  "cp_common_cell": "ha_1",
  "chipWidth_um": 237,
  "criticalPathCategory": "in2reg",
  "synth_warnings": 1,
  "warnings": 31,
  "routedWlPerCell_um": 14.2,
  "seq_area_frac_synth_pct": 41.4,
  "fin_tns_setup_ns": 0,
  "synth_area_leader_cell": "dfrtp_1",
  "grt_pass1_vias": 15500,
  "rows": 85,
  "fill_cells": 4986,
  "cp_top_family": "simple AND/OR/NAND/NOR gates",
  "synthDistinctLibCells": 79
}
[stage by stage]
step | setup WS, ns | utilization (%)
final | 0.764 | 43.8
after detailed placement | 0.304 | 42.7
after global routing | 0.541 | 43.8
after global placement | 0.348 | 42.7
after floorplan | -1.87 | -
after CTS | 0.734 | 43.8
[final timing paths]
path,start,to,slack (ns),cells after the start
hold / removal,acc1[14],acc1[14],0.44,1
setup reg to reg,acc1[1],acc2[31],5.44,10
setup / recovery,mdata1,acc1[30],0.76,9
max in group asynchronous,reset,acc3[29],2.00,3
min in group asynchronous,reset,word_count[1],2.17,3
hold reg to reg,acc1[14],acc1[14],0.44,1
[cell families (layout without fill, tap and decap cells)]
logic type	count (synthesis)	in the layout	synth area share, %
xor gates and xnor gates	256	256	10.2
adders and majority gates	191	191	11.0
and+or+nand+nor	635	635	14.1
buffers and inverters	232	241	4.00
DFF	368	368	41.4
muxes	4	4	0.187
AOI/OAI and AO/OA	666	666	19.1
[layout by cell type, fill, tap and decap left out, types with 16 or more instances in the layout]
master,netlist,final
nand2b_1,26,26
inv_1,158,157
o21a_1,26,26
a21o_1,104,104
ha_1,186,186
nand4_1,29,29
a31oi_1,27,27
and3_1,39,39
o22ai_1,17,17
nand2_1,154,154
nand3_1,89,89
a211oi_1,22,22
clkbuf_16,0,18
nor3_1,32,32
xnor2_1,156,156
clkdlybuf4s50_1,0,35
dfrtp_1,240,239
dfxtp_1,16,16
dfrtn_1,111,111
xor2_1,100,100
nor2b_1,31,31
o21ai_0,138,138
a21oi_1,179,179
nor2_1,177,177
o21bai_1,28,28
o21ai_1,27,27
[metal layers]
layer  vias up  global-route usage, %  routed length (um)  share of wire, %
li1       8342                      -                   -                 -
met1      7417                   24.5               20900                48
met2       253                   27.1               20400                47
met3        63                   1.51                1170               2.7
met4         0                   3.35                 954               2.2
met5         -                      0                   0                 0
[sequential cells by signal (all words and copies together), names as in the netlist]
signal,cells
DATA,16
diff2,37
acc1,37
diff1_d,37
diff2_d,37
acc3_d2,37
diff3,37
diff1,37
enable,1
acc2,37
word_count,16
word_clk,1
data_en,1
acc3,37
[power breakdown]
group	leakage (nW)	switching (mW)	total, mW	internal (mW)
clock network	0.286	0.269	0.697	0.428
logic	6.71	0.530	0.975	0.445
registers	4.42	0.102	0.809	0.707
total	11.4	0.901	2.48	1.58
[worst register-to-register path, delay by kind of cell (launching register included)]
| family | cells | cell delay [ns] |
|---|---|---|
| adders and majority gates | 1 | 0.35 |
| and+or+nand+nor | 1 | 0.15 |
| AOI/OAI and AO/OA | 7 | 2.29 |
| DFF | 1 | 0.45 |
| xor gates and xnor gates | 1 | 0.08 |
[final cells by class]
cell class	count	share of cell area (%)
flip-flops and latches	368	38.5
well taps	696	3.67
repair buffers	52	2.17
clock inverters	11	0.538
clock buffers	20	1.93
inverters	158	2.52
multi-input cells	1752	50.7
No activity file was given, so power comes from the tool's default toggle rates.
